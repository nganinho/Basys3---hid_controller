==> flow/design.v <==
`timescale 1ns / 1ps
module hid_controller (
  input wire        dspclk,
  input wire        reset,
  input wire        hid_clk,
  input wire        hid_dat,
  output reg        pari_err,
  output reg [7:0]  led
  );
reg             clk_sync0, clk_sync;
reg             dat_sync0, dat_sync;
reg     [9:0]   dsp_counter;
reg     [3:0]   state;
reg     [3:0]   next;
reg     [2:0]   cnt;
reg             rec_pari;
wire data_capture;
wire pari_capture;
always @ ( posedge dspclk or posedge reset ) begin
    if (reset == 1'b1 ) begin 
        clk_sync0   <=  1'b1;
        clk_sync    <=  1'b1;
        dat_sync0   <=  1'b1;
        dat_sync    <=  1'b1;
    end
    else begin
        clk_sync0   <=  hid_clk;
        clk_sync    <=  clk_sync0; 
        dat_sync0   <=  hid_dat;
        dat_sync    <=  dat_sync0;
 end
end
always @(posedge dspclk or posedge reset) begin
    if (reset == 1'b1)
        dsp_counter <= 10'd0;
    else begin
        if (state == 4'd3 || state == 4'd5 || state == 4'd7) begin 
            if (dsp_counter <= 10'd1000)    dsp_counter  <= dsp_counter + 10'd1;
            else                            dsp_counter  <= dsp_counter;
        end
        else                                dsp_counter  <= 10'd0;
    end
end
 always @ (posedge dspclk or posedge reset) begin
  if ( reset == 1'b1 ) state  <= 4'd0;
  else      state <=  next;
 end
always @ (*) begin
    case (state) 
        4'd0:      if ( !clk_sync && !dat_sync )   next = 4'd1;
                    else                            next = 4'd0;
        4'd1:   if ( clk_sync )                 next = 4'd2;
                    else                            next = 4'd1;
        4'd2:   if ( !clk_sync )                next = 4'd3;
                    else                            next = 4'd2;
        4'd3:   if ( clk_sync ) begin
                        if (cnt < 3'd7 )            next = 4'd2;
                        else                        next = 4'd4;
                    end         
                    else                            next = 4'd3;
        4'd4:   if ( !clk_sync )                next = 4'd5;
                    else                            next = 4'd4;
        4'd5:   if ( clk_sync )                 next = 4'd6;
                    else                            next = 4'd5;
        4'd6:   if ( !clk_sync )                next = 4'd7;
                    else                            next = 4'd6;
        4'd7:   if ( clk_sync )                 next = 4'd0;
                    else                            next = 4'd7;
        default:                                    next = 4'd0;      
    endcase
end
 assign data_capture = ((state == 4'd3 ) && (dsp_counter == 10'd1000)) ? 1'b1 : 1'b0;
 assign pari_capture = ((state == 4'd5 ) && (dsp_counter == 10'd1000)) ? 1'b1 : 1'b0;
reg [7:0]   key_code;
always @ (posedge dspclk or posedge reset ) begin
    if (reset == 1'b1 ) begin  
        cnt         <=  3'd0;
    end
    else  begin 
        if ( state == 4'd3 && clk_sync ) begin 
            cnt             <=  cnt + 3'd1;
        end
    end
end
always @ (posedge dspclk or posedge reset ) begin
    if (reset == 1'b1 ) begin  
        key_code    <=  8'h00;
    end
    else begin
        if (data_capture) begin
            case (cnt)
                3'd0: key_code   <=  {key_code[7:1], dat_sync};
                3'd1: key_code   <=  {key_code[7:2], dat_sync, key_code[0]};
                3'd2: key_code   <=  {key_code[7:3], dat_sync, key_code[1:0]};
                3'd3: key_code   <=  {key_code[7:4], dat_sync, key_code[2:0]};
                3'd4: key_code   <=  {key_code[7:5], dat_sync, key_code[3:0]};
                3'd5: key_code   <=  {key_code[7:6], dat_sync, key_code[4:0]};
                3'd6: key_code   <=  {key_code[7], dat_sync, key_code[5:0]};
                3'd7: key_code   <=  {dat_sync, key_code[6:0]};
            endcase 
         end
     end
end 
wire cal_pari;
assign cal_pari = ~(((key_code[0] ^ key_code[1] ) ^ (key_code[2] ^ key_code[3] )) ^ ((key_code[4] ^ key_code[5] ) ^ (key_code[6] ^ key_code[7] )));
always @ ( posedge dspclk or posedge reset ) begin
    if ( reset == 1'b1 ) begin
        rec_pari        <= 1'b0;
    end
    else begin
        if ( pari_capture == 1'b1 ) begin
            rec_pari    <= dat_sync;
        end
    end 
end
always @ ( posedge dspclk or posedge reset ) begin
    if ( reset == 1'b1 ) begin
        pari_err    <= 1'b0; 
    end
    else begin
        if ( state == 4'd7 ) begin
            if ( cal_pari == rec_pari ) begin 
                pari_err    <= 1'b0;
            end 
            else begin
                pari_err    <= 1'b1;
            end
        end
    end 
end
always @ ( posedge dspclk or posedge reset ) begin
    if ( reset == 1'b1 ) begin
        led     <= 8'h00; 
    end 
    else begin
        if (state == 4'd7 ) begin
            if (key_code != 8'hF0) begin 
                led <= key_code;
            end
        end  
    end
end
endmodule
==> flow/run.sh <==
#!/bin/bash
# OpenROAD 26Q1-2900-gdf79404cd8, Yosys 0.63+post, stock flow scripts
make -C /OpenROAD-flow-scripts/flow DESIGN_CONFIG=/design/flow/config.mk WORK_HOME=/design/flow/orfs finish
==> flow/config.mk <==
export PLATFORM = sky130hd
export DESIGN_NAME = hid_controller
export DESIGN_NICKNAME = hid_controller
export VERILOG_FILES = /design/flow/design.v
export SDC_FILE = /design/flow/constraint.sdc
export NUM_CORES = 4
export LEC_CHECK = 1
export CORE_UTILIZATION = 50
==> flow/constraint.sdc <==
current_design hid_controller

set clk_period 2.4
set clk_io_pct 0.2

create_clock -name clk0 -period $clk_period [get_ports {dspclk}]

set non_clock_inputs [all_inputs -no_clocks]
set_input_delay [expr $clk_period * $clk_io_pct] -clock clk0 $non_clock_inputs
set_output_delay [expr $clk_period * $clk_io_pct] -clock clk0 [all_outputs]
==> flow_results.xml <==
<?xml version="1.0" encoding="UTF-8"?>
<metrics>
  <group name="outcome">
    <metric name="status" unit="">complete, no violations</metric>
  </group>
  <group name="yosys">
    <metric name="synth_async_sr_flop_share" unit="">1.00</metric>
    <metric name="enable_flop_cells" unit="">0</metric>
    <metric name="yosysWarnings" unit="">1</metric>
    <metric name="yosys-stat-cells" unit="">204</metric>
    <metric name="yosys.cell_count.top_type" unit="">sky130_fd_sc_hd__dfrtp_1</metric>
    <metric name="ys.flops" unit="">43</metric>
    <metric name="synth.lib_cells_used.distinct" unit="">42</metric>
    <metric name="yosys.stat.seqShare" unit="">0.507</metric>
    <metric name="synthDominantAreaCellType" unit="">sky130_fd_sc_hd__dfrtp_1</metric>
    <metric name="synthDominantCellAreaShare" unit="">0.445</metric>
    <metric name="top_cell_types_by_occurrence_after_synthesis" unit="">38 x sky130_fd_sc_hd__dfrtp_1, 16 x sky130_fd_sc_hd__nor2_1, 13 x sky130_fd_sc_hd__inv_1, 13 x sky130_fd_sc_hd__nand2_1, 12 x sky130_fd_sc_hd__ha_1</metric>
    <metric name="mappedNetlistArea" unit="um2">2140</metric>
    <metric name="syn-mean-instance-area" unit="um2">10.5</metric>
    <metric name="synth_top_flop_cell" unit="">sky130_fd_sc_hd__dfrtp_1</metric>
    <metric name="syn_inst" unit="">204</metric>
    <metric name="area_figure_in_the_yosys_stat_output" unit="um2">2140</metric>
    <metric name="topCellsByArea" unit="">sky130_fd_sc_hd__dfrtp_1 45%, sky130_fd_sc_hd__ha_1 7.0%, sky130_fd_sc_hd__dfstp_2 6.2%, sky130_fd_sc_hd__mux2i_1 3.3%, sky130_fd_sc_hd__mux2_2 3.2%</metric>
  </group>
  <group name="power">
    <metric name="power.density" unit="nW/um2">556</metric>
    <metric name="power_frac_seq" unit="">0.551</metric>
    <metric name="power.share.switching" unit="">0.195</metric>
    <metric name="vdd.ir_drop.worst" unit="V">0.000525</metric>
    <metric name="p_clk_frac" unit="">0.433</metric>
    <metric name="cellLeakagePower" unit="nW">1.05</metric>
    <metric name="total_power" unit="mW">1.33</metric>
    <metric name="netSwitchingPower" unit="uW">259</metric>
    <metric name="combinational_fraction_of_design_power" unit="">0.016</metric>
    <metric name="cellInternalPower" unit="mW">1.07</metric>
  </group>
  <group name="drt">
    <metric name="first_pass_iteration_count_of_the_detailed_router" unit="">4</metric>
    <metric name="vias" unit="">1466</metric>
    <metric name="postRouteWirelength" unit="um">3560</metric>
    <metric name="met3_length" unit="um">105</metric>
    <metric name="antennaDiodeCount" unit="">0</metric>
    <metric name="highest-signal-layer" unit="">met4</metric>
    <metric name="wl_met2" unit="um">1510</metric>
    <metric name="dr.first_iter.drc_count" unit="">75</metric>
    <metric name="number_of_vias_per_cell_after_detailed_routing" unit="">5.51</metric>
    <metric name="wl_met1" unit="um">1890</metric>
    <metric name="drc" unit="">0</metric>
    <metric name="drtAntennaViolNets" unit="">0</metric>
    <metric name="routed_wire_length_per_instance" unit="um">13.4</metric>
  </group>
  <group name="flow_run">
    <metric name="drv.max_cap_violation_count" unit="">0</metric>
    <metric name="openroad.warnings" unit="">30</metric>
  </group>
  <group name="clock_network">
    <metric name="clk_transition_reported_paths" unit="ns">0.08</metric>
    <metric name="cts_made_buffers" unit="">5</metric>
    <metric name="ctsHtreeMaxLevel" unit="">2</metric>
    <metric name="worstSkewPairLatency" unit="ns">0.29</metric>
    <metric name="post-cts-setup-buffers" unit="">0</metric>
    <metric name="cts_tree" unit="">done</metric>
    <metric name="clockRootBuffer" unit="">sky130_fd_sc_hd__clkbuf_8</metric>
    <metric name="post_cts_hold_buffer_count" unit="">0</metric>
    <metric name="clkSinkCount" unit="">43</metric>
    <metric name="post_cts.resized_instances" unit="">0</metric>
    <metric name="cts_max_path_buffers" unit="">2</metric>
  </group>
  <group name="floorplan">
    <metric name="coreArea" unit="um2">4060</metric>
    <metric name="io-pin-count" unit="">13</metric>
    <metric name="row_count" unit="">23</metric>
    <metric name="floorplan.die.height" unit="um">67.4</metric>
    <metric name="die-width" unit="um">67.4</metric>
    <metric name="initial_utilization" unit="">0.526</metric>
    <metric name="die-area" unit="um2">4540</metric>
  </group>
  <group name="timing">
    <metric name="fin_hold_ws" unit="ns">0.358</metric>
    <metric name="timing.max_slew.rel_slack" unit="">0.649</metric>
    <metric name="setup_tns" unit="ns">0</metric>
    <metric name="setup_viol" unit="">0</metric>
    <metric name="fmax" unit="GHz">0.497</metric>
    <metric name="drv_slew" unit="">0</metric>
    <metric name="timing.final.ws_setup" unit="ns">0.387</metric>
    <metric name="final.setup_skew" unit="ns">0.00553</metric>
    <metric name="timing.final.crit_period" unit="ns">2.01</metric>
    <metric name="grt_setup_unrepaired" unit="">no</metric>
    <metric name="final-hold-violation-count" unit="">0</metric>
    <metric name="slew_at_the_pin_with_the_worst_max_slew_slack" unit="ns">0.526</metric>
    <metric name="final.period_utilization" unit="">0.839</metric>
  </group>
  <group name="worst_setup_path">
    <metric name="slowest_cell_delay_on_critical_path" unit="ns">0.48</metric>
    <metric name="timing.critical_path.slowest_stage_cell" unit="">sky130_fd_sc_hd__dfrtp_1</metric>
    <metric name="timing.critical_path.fanout_max" unit="">9</metric>
    <metric name="most_used_cell_cp" unit="">sky130_fd_sc_hd__ha_1</metric>
    <metric name="crit_path_start_kind" unit="">flip-flop</metric>
    <metric name="crit_path_end_kind" unit="">flip-flop</metric>
    <metric name="crit_arrival" unit="ns">2.20</metric>
    <metric name="cp_data_required_time" unit="ns">2.59</metric>
    <metric name="cp_cell_sequence" unit="">ha_1 -&gt; ha_1 -&gt; and3b_1 -&gt; nand4_4 -&gt; or3_1 -&gt; a22o_1</metric>
    <metric name="worst-setup-path-type" unit="">flip-flop to flip-flop</metric>
  </group>
  <group name="place">
    <metric name="place_congestion" unit="">0.894</metric>
    <metric name="dp_slack" unit="ns">0.399</metric>
    <metric name="detailedPlacementHpwl" unit="um">2520</metric>
    <metric name="io_buffer_count" unit="">12</metric>
    <metric name="placedInstanceArea" unit="um2">2280</metric>
  </group>
  <group name="layout">
    <metric name="layout-area-overhead-vs-synth" unit="%">12.2</metric>
    <metric name="post-route-cell-area" unit="um2">2400</metric>
    <metric name="post_route_cells_drive_above_1_share" unit="">0.116</metric>
  </group>
  <group name="global_route">
    <metric name="grt-ovfl-total" unit="">0</metric>
    <metric name="grt_pass1_vias" unit="">1252</metric>
    <metric name="grt_antenna_before_repair" unit="">0</metric>
    <metric name="global_route_wire_length_before_repair" unit="um">5890</metric>
    <metric name="grt_max_degree" unit="">44</metric>
    <metric name="global_route.usage.total" unit="">0.180</metric>
  </group>
  <group name="min_path">
    <metric name="hp-class" unit="">flip-flop to flip-flop</metric>
  </group>
</metrics>
cells in the final DEF (no fill, tap or decap), types with 2 or more instances in the layout:
cell type | netlist | layout
sky130_fd_sc_hd__dfstp_2 | 5 | 5
sky130_fd_sc_hd__nor2b_1 | 4 | 4
sky130_fd_sc_hd__a21oi_1 | 9 | 9
sky130_fd_sc_hd__nor2_1 | 16 | 16
sky130_fd_sc_hd__clkbuf_8 | 0 | 6
sky130_fd_sc_hd__ha_1 | 12 | 12
sky130_fd_sc_hd__clkdlybuf4s50_1 | 0 | 12
sky130_fd_sc_hd__nor3b_1 | 2 | 2
sky130_fd_sc_hd__o41ai_1 | 3 | 3
sky130_fd_sc_hd__mux2_2 | 6 | 6
sky130_fd_sc_hd__buf_4 | 0 | 2
sky130_fd_sc_hd__dfrtp_1 | 38 | 38
sky130_fd_sc_hd__or3_1 | 2 | 2
sky130_fd_sc_hd__and2_1 | 2 | 2
sky130_fd_sc_hd__nand4_1 | 5 | 5
sky130_fd_sc_hd__inv_1 | 13 | 13
sky130_fd_sc_hd__and3_1 | 4 | 4
sky130_fd_sc_hd__nand3_1 | 10 | 10
sky130_fd_sc_hd__o21ai_0 | 11 | 11
sky130_fd_sc_hd__a41oi_1 | 2 | 2
sky130_fd_sc_hd__nand2b_1 | 2 | 2
sky130_fd_sc_hd__a22o_1 | 2 | 2
sky130_fd_sc_hd__nand2_1 | 13 | 13
sky130_fd_sc_hd__mux2i_1 | 7 | 7
sky130_fd_sc_hd__nor3_1 | 7 | 7
sky130_fd_sc_hd__xnor2_1 | 5 | 5
power groups by stage:
stage                 Sequential [mW]  Combinational (mW)  Clock (mW)
after CTS                       0.735              0.0223       0.589
after global routing            0.736              0.0250       0.621
final                           0.735              0.0211       0.577
routing by layer:
layer,vias to the layer above,global-route usage
met5,-,0
met3,7,0.0308
met4,0,0.0266
met2,27,0.259
li1,741,-
met1,691,0.306
worst paths after layout:
path	start	endpoint	slack, ns	cells past startpoint
max in group asynchronous	reset	state[0]	1.41	3
max reg2reg	cnt[0]	key_code[5]	0.39	6
min	dat_sync0	dat_sync	0.36	0
min in group asynchronous	reset	dsp_counter[5]	0.62	3
min reg2reg	dat_sync0	dat_sync	0.36	0
max	cnt[0]	key_code[5]	0.39	6
stage by stage:
step | std cells | util
floorplan | 204 | -
global placement | 258 | 0.562
detailed placement | 258 | 0.562
CTS | 266 | 0.591
global route | 266 | 0.591
finish | 266 | 0.591
worst max-delay path: cells and delay by family, from the launching register on:
family | cells | cell delay (ns)
AOI/OAI and AO/OA | 1 | 0.23
DFF | 1 | 0.48
adders and majority gates | 2 | 0.45
and+or+nand+nor | 3 | 0.75
sequential cells by signal (all words and copies together) (netlist names), 3 cells and up:
signal,flops
dsp_counter,10
state,8
led,8
key_code,8
cnt,3
cells by family (layout without fill, tap and decap cells):
logic type / Yosys count / count (layout) / share of synthesized area
compound gates: 34 / 34 / 0.101
xor+xnor: 5 / 5 / 0.0205
fa+ha+maj: 12 / 12 / 0.0703
buf+inv: 23 / 35 / 0.0486
flops: 43 / 43 / 0.507
mux: 13 / 13 / 0.0644
simple gates: 74 / 74 / 0.189
final cells by class:
class	count	area, um2
Clock buffer	6	82.6
Clock inverter	2	35.0
Fill cell	329	1660
Inverter	13	48.8
Multi-Input combinational cell	138	950
Sequential cell	43	1080
Tap cell	50	62.6
Timing Repair Buffer	14	135
Power is estimated from default activity; no workload was simulated.
